==> config.mk <==
export PLATFORM = sky130hd
export DESIGN_NAME = stage_fetch
export DESIGN_NICKNAME = stage_fetch
export VERILOG_FILES = /design/flow/design.v
export SDC_FILE = /design/flow/constraint.sdc
export NUM_CORES = 4
export LEC_CHECK = 1
export CORE_AREA = 10 10 121 121
export DIE_AREA = 0 0 131 131
==> constraint.sdc <==
current_design stage_fetch

set clk_period 4.1
set clk_io_pct 0.2

create_clock -name clk0 -period $clk_period [get_ports {clk}]

set non_clock_inputs [all_inputs -no_clocks]
set_input_delay [expr $clk_period * $clk_io_pct] -clock clk0 $non_clock_inputs
set_output_delay [expr $clk_period * $clk_io_pct] -clock clk0 [all_outputs]
==> design.v <==
module pc #(
    parameter int WIDTH = 32
) (
    input logic clk,
    input logic rst,
    input logic load,
    input logic next_sel,
    input logic dmem_valid,
    input logic branch_result,
    input logic [WIDTH-1:0] next_address,
    input logic [WIDTH-1:0] address_in,
    output reg   [WIDTH-1:0] address_out,
    output logic [WIDTH-1:0] pre_address_pc
);
    reg [WIDTH-1:0] prev_addr;
    always_ff @(posedge clk) begin
        if (!rst) begin
            address_out <= 0;
        end else if (next_sel | branch_result) begin
            address_out <= next_address;
        end else begin
            address_out <= address_out + 32'd4;
        end
        prev_addr <= address_out;
    end
    assign pre_address_pc = prev_addr;
endmodule
module stage_fetch (
    input wire clk,
    input wire rst,
    input wire next_sel,
    input wire valid,
    input wire load,
    input wire branch_result,
    input wire [31:0] next_address,
    input wire [31:0] address_in,
    input wire [31:0] instruction_fetch,
    output reg we_re,
    output reg request,
    output reg [3:0] mask,
    output wire [31:0] address_out,
    output reg [31:0] instruction,
    output wire [31:0] pre_address_pc
);
    pc u_pc0 (
        .clk(clk),
        .rst(rst),
        .load(load),
        .next_sel(next_sel),
        .dmem_valid(valid),
        .next_address(next_address),
        .branch_result(branch_result),
        .address_in(0),
        .address_out(address_out),
        .pre_address_pc(pre_address_pc)
    );
    always_comb begin
        if ((load && !valid)) begin
            mask = 4'b1111;
            we_re = 1'b0;
            request = 1'b0;
        end else begin
            mask = 4'b1111;
            we_re = 1'b0;
            request = 1'b1;
        end
    end
    always_comb begin
        instruction = instruction_fetch;
    end
endmodule
==> run.sh <==
#!/bin/bash
# OpenROAD 26Q1-2900-gdf79404cd8, Yosys 0.63+post, stock flow scripts
make -C /OpenROAD-flow-scripts/flow DESIGN_CONFIG=/design/flow/config.mk WORK_HOME=/design/flow/orfs finish
==> results.txt <==
Implementation progress

The total overflow reported by the global router stands at 0. Hold analysis shows the worst path with a depth of 0. Synthesis produced a netlist whose cell count is 269. In this run the standard cell core region covers 12060 um^2. The count of buffer and inverter cells on the critical path stands at 2. The number of cells in the finished layout apart from fillers stands at 514. The iteration count recorded for the first detailed-route pass is 4. Summing the areas of all compound-gate instances in the mapped netlist gives 12.09% of the synthesized area. The data required time at the worst endpoint stands at 3280 ps.

The worst path needs 2635 ps of the cycle, external delays included. Per the detailed-route log, wirelength across all metal layers totals 7.428 mm. STA classifies the critical path endpoint as an output port.

The post-route netlist has 7.225% of its cells at a drive strength greater than 1. In this run the clock root is driven by a sky130_fd_sc_hd__clkbuf_16. For reference, the critical path is launched at valid. The final timing report gives a worst setup slack of 1465 ps. Summing all multiplexer cells gives an area fraction of 0%. For this run, the register share of the synthesized area comes to 50.12%.

After detailed routing, no signal wire sits above met4. The flow ran to the end, and the final reports show no timing, DRC or antenna violations. The number of antenna violations at the first check in global routing is 0. The horizontal extent of the die stands at 131 um.

Per the gpl log, the routability congestion estimate is 0.7648. In the finished design, the share of the clock period the worst path needs comes to 64.28%. The largest total area in the synthesized netlist belongs to sky130_fd_sc_hd__dfxtp_1.

STA reports the tightest min-delay check as being of type reg -> reg. The number of buffers on the longest clock path stands at 2. The CTS buffer count stands at 9. The number of violations of the max-capacitance limit stands at 0. The mean instance size in the synthesized netlist stands at 9.503 um^2. The worst slew slack as a fraction of its limit stands at 51.97%. After Yosys synthesis, full adders, half adders and majority gates account for 0.4895% of the synthesized area.

The warning count from the yosys run stands at 2. TritonCTS built the clock tree. The total cells reported by yosys after synthesis stands at 269. The total number of placement rows stands at 40.

Counting the fill cells in the layout gives 1229. The placement report lists the number of port buffers as 102. Looking at the critical path, the single cell with the biggest stage delay is sky130_fd_sc_hd__clkdlybuf4s50_1. The number of levels in the clock H-tree stands at 3. The initial core utilization stands at 21.19%. The worst reg-to-reg path cell count stands at 5. Across all stage logs, warnings added up to 57. The analysis attributes to cell leakage a power of 1.380 nW. The number of failing hold endpoints at the final stage stands at 0. The top-area cell type share of the netlist area stands at 50.12%. Setup repair after global routing left no endpoint under its margin. The number of logic stages on the critical path including buffering stands at 3. The number of buffers added to fix hold violations after cts stands at 0.

The total number of clock tree sinks stands at 64. The overall die area stands at 17160 um^2. The number of synthesized flops with an enable pin stands at 0.

In this run, the number of DRC markers left after iteration 0 of detailed routing was 49. The commonest cells after synthesis are 64 x sky130_fd_sc_hd__dfxtp_1, 37 x sky130_fd_sc_hd__buf_4, 22 x sky130_fd_sc_hd__o21ai_0. The xor-xnor portion of the synthesized cell area stands at 7.881%. The fraction of synthesis flops using an asynchronous set or reset pin stands at 0%. In the routed layout, each cell is associated on average with a via count of 4.004. In this run the most critical hold path is launched from u_pc0.address_out[1]$_SDFFE_PN0N_. Summing the areas of all and, or, nand and nor instances in the mapped netlist gives 16.50% of the synthesized area. The relative area change from synthesis to final layout stands at 49.88%. The worst setup path is launched from an input port.

The worst clock skew stands at 4.880 ps. The combined global-route utilization of all metal layers stands at 8.392%. Entering global routing, the biggest net connects 31 pins. For this design the ratio of total power to cell area is 441.2 nW/um^2. The insertion delay of the later-clocked pin in the worst-skew pair stands at 330 ps. Buffers added to address setup during post-CTS repair amount to 0. The sequential cell area stands at 1281 um^2. The detailed-routed wire length on met3 stands at 719 um. In this run the count of I/O pins placed on the die edge is 204.

The first-pass GRT wire length stands at 11.25 mm. The highest clock rate this design can be run at is 379.5 MHz. The worst setup path is of the in -> out kind. The area of the mapped netlist stands at 2556 um^2. Per the placement report, the placed cell count is 498. Setup total negative slack on the finished layout was measured at 0 ps. Per the detail_route report, routed wire per instance is 14.45 um.

Across all layers, the routed design uses 2058 vias. The area figure in the yosys stat output stands at 2556 um^2. The total of cells resized after clock tree synthesis stands at 0. The number of nets with antenna violations after detailed routing stands at 0. Setup slack on the worst path after placement came out at 1457 ps. On the reported timing paths, the clock transition at the registers reads 50 ps.

For the pin with the worst max-slew slack, the measured transition is 713.9 ps. Per the finish-stage timing summary, setup violations number 0. Among cell families on the critical path, the largest total delay comes from buffers and inverters.

The synthesized design contains 64 register bits. For this run, the leading register cell type out of synthesis is sky130_fd_sc_hd__dfxtp_1. The synthesized netlist contains 31 unique library cells. In the detailed route, the total length drawn on met2 is 3.441 mm. Yosys attributes the largest share of cell area to sky130_fd_sc_hd__dfxtp_1 50%, sky130_fd_sc_hd__buf_4 11%, sky130_fd_sc_hd__xor2_1 6.2%. Among the non-sequential cells, simple AND/OR/NAND/NOR gates take the most area. For reference, the final report shows the max-slew violation count at 0. The worst register-to-register path begins at u_pc0.address_out[4]$_SDFF_PN0_.

After legalization and detailed placement, the total HPWL measured 5.612 mm. By instance count, the leading cell after synthesis is sky130_fd_sc_hd__dfxtp_1. In this run the worst path has a maximum fanout of 1. The report lists the cells along the critical path as clkdlybuf4s50_1 -> nand2b_1 -> clkdlybuf4s50_1. The worst-case vdd ir drop stands at 0.1616 mV. The met1 wire length stands at 3.092 mm. After detailed routing, the number of remaining DRC violations is 0. The die boundary height stands at 131 um. The arrival time of data at the worst endpoint is listed as 1820 ps. Among the stages of the critical path, the cell type that occurs most often is sky130_fd_sc_hd__clkdlybuf4s50_1. The number of global-route vias before repair came to 1998.

The number of antenna cells inserted stands at 0. The layout report lists the multi-input gate area as 970.9 um^2. The maximum single-stage delay on the critical path stands at 470 ps.
==> cells by family after synthesis <==
family	after synthesis
other	2
AND-OR/OR-AND	55
flip-flops	64
buffers and inverters	49
AND/OR/NAND/NOR	75
XOR/XNOR	23
adder cells (fa/ha/maj)	1
==> cell usage in the layout, fill, tap and decap left out, types with 2 or more instances in the layout <==
| cell type | instances |
|---|---|
| sky130_fd_sc_hd__clkdlybuf4s50_1 | 102 |
| sky130_fd_sc_hd__dfxtp_1 | 64 |
| sky130_fd_sc_hd__o21ai_0 | 22 |
| sky130_fd_sc_hd__a21oi_1 | 21 |
| sky130_fd_sc_hd__xor2_1 | 18 |
| sky130_fd_sc_hd__nand2_1 | 17 |
| sky130_fd_sc_hd__nor2_1 | 15 |
| sky130_fd_sc_hd__nand3_1 | 12 |
| sky130_fd_sc_hd__clkbuf_16 | 9 |
| sky130_fd_sc_hd__nand4_1 | 7 |
| sky130_fd_sc_hd__a211oi_1 | 6 |
| sky130_fd_sc_hd__xnor2_1 | 5 |
| sky130_fd_sc_hd__conb_1 | 5 |
| sky130_fd_sc_hd__and3_1 | 4 |
| sky130_fd_sc_hd__a311oi_1 | 4 |
| sky130_fd_sc_hd__inv_1 | 3 |
| sky130_fd_sc_hd__nor3_1 | 3 |
| sky130_fd_sc_hd__clkinv_2 | 3 |
| sky130_fd_sc_hd__and4_1 | 2 |
| sky130_fd_sc_hd__nand4b_1 | 2 |
| sky130_fd_sc_hd__nor4_1 | 2 |
| sky130_fd_sc_hd__or3_2 | 2 |
| sky130_fd_sc_hd__or3_1 | 2 |
| sky130_fd_sc_hd__bufinv_16 | 2 |
| sky130_fd_sc_hd__buf_4 | 2 |
==> registers in the layout, indices dropped and copies added (netlist names) <==
signal,cells
u_pc0.prev_addr,32
u_pc0.address_out,32
==> metrics by stage <==
stage | hold slack (ps) | util (%) | area (um^2) | power, mW
global route | 379.8 | 31.76 | 3831 | 1.768
global placement | 360.9 | 29.10 | 3510 | 0.8925
finish | 371.6 | 31.76 | 3831 | 1.690
floorplan | 330.6 | - | 2567 | 0.7691
CTS | 374.6 | 31.76 | 3831 | 1.718
detailed placement | 369.6 | 29.10 | 3510 | 0.8940
==> final timing paths <==
kind	slack, ps	endpoint
max	1460	request
min	370	u_pc0.prev_addr[1]$_DFF_P_
max reg2reg	1990	u_pc0.address_out[31]$_SDFF_PN0_
min reg2reg	370	u_pc0.prev_addr[1]$_DFF_P_
==> layer usage <==
layer  GRT usage (%)  vias to the layer above
li1                -                     1041
met1           10.66                      923
met2           13.23                       72
met3           3.188                       22
met4           2.158                        0
met5               0                        -
==> where the power goes <==
part / total, mW / internal, mW / switching [mW] / leakage, nW
Sequential: 0.707 / 0.668 / 0.0387 / 0.533
Combinational: 0.170 / 0.124 / 0.0460 / 0.688
Clock: 0.814 / 0.545 / 0.269 / 0.158
==> area by class of cell <==
class	count	area share, %
Sequential cell	64	33.44
Timing Repair Buffer	104	27.04
Multi-Input combinational cell	159	25.34
Clock buffer	10	6.238
Tap cell	168	5.487
Clock inverter	6	2.155
Inverter	3	0.2939
Power and IR drop assume default switching activity.
