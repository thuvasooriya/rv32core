## /design/flow/instr.mem

```
00200513
00100113
014000EF
00810193
000012B7
03000317
00A19663
00210233
00008067
00000033
00352323
00652383
FD1FF0EF
```

## /design/flow/run.sh

```bash
#!/bin/bash
# OpenROAD 26Q1-2900-gdf79404cd8, Yosys 0.63+post, stock flow scripts
make -C /OpenROAD-flow-scripts/flow DESIGN_CONFIG=/design/flow/config.mk WORK_HOME=/design/flow/orfs finish
```

## /design/flow/config.mk

```make
export PLATFORM = sky130hd
export DESIGN_NAME = data_mem
export DESIGN_NICKNAME = data_mem
export VERILOG_FILES = /design/flow/design.v
export SDC_FILE = /design/flow/constraint.sdc
export NUM_CORES = 4
export LEC_CHECK = 1
export CORE_UTILIZATION = 30
export SYNTH_MEMORY_MAX_BITS = 65536
```

## /design/flow/constraint.sdc

```tcl
current_design data_mem

set clk_period 3.0
set clk_io_pct 0.2

create_clock -name clk0 -period $clk_period [get_ports {clk}]

set non_clock_inputs [all_inputs -no_clocks]
set_input_delay [expr $clk_period * $clk_io_pct] -clock clk0 $non_clock_inputs
set_output_delay [expr $clk_period * $clk_io_pct] -clock clk0 [all_outputs]
```

## /design/flow/design.v

```verilog
module data_mem #(
    parameter bit INSTR_MEM = 0
) (
    input wire clk,
    input wire rst,
    input wire we_re,
    input wire request,
    input wire load,
    input wire [3:0] mask,
    input wire [7:0] address,
    input wire [31:0] data_in,
    output reg valid,
    output wire [31:0] data_out
);
  always @(posedge clk or negedge rst) begin
    if (!rst) begin
      valid <= 0;
    end else begin
      valid <= load;
    end
  end
  memory #(
      .INSTR_MEM(INSTR_MEM)
  ) u_memory (
      .clk(clk),
      .we_re(we_re),
      .request(request),
      .mask(mask),
      .address(address),
      .data_in(data_in),
      .data_out(data_out)
  );
endmodule
module memory #(
    parameter bit INSTR_MEM = 0
) (
    input wire clk,
    input wire we_re,
    input wire request,
    input wire [7:0] address,
    input wire [31:0] data_in,
    input wire [3:0] mask,
    output reg [31:0] data_out
);
  reg [31:0] mem[255];
  initial begin
    if (INSTR_MEM) $readmemh("instr.mem", mem);
  end
  always @(posedge clk) begin
    if (request && we_re) begin
      if (mask[0]) begin
        mem[address][7:0] <= data_in[7:0];
      end
      if (mask[1]) begin
        mem[address][15:8] <= data_in[15:8];
      end
      if (mask[2]) begin
        mem[address][23:16] <= data_in[23:16];
      end
      if (mask[3]) begin
        mem[address][31:24] <= data_in[31:24];
      end
    end else if (request && !we_re) begin
      data_out <= mem[address];
    end
  end
endmodule
```

==> reports/metrics.yaml <==
status:
  status: "complete, no violations"
cts:
  cts_sinks: 8193
  cts_tree: "built"
  cts-buffers-inserted: 820
  ctsLongestPathBuffers: 4
  htreeDepth: 6
  ctsRootBufferMaster: "clkbuf_16"
  cts.clk_slew.worst_paths_ns: 0.06
  clkLatencyLatePin_ns: 1.19
  post-cts-setup-buffers: 0
sta:
  fin_crit_sh_pct: 98.5
  finalSetupTns_ns: 0
  setup_viol: 0
  fmax_mhz: 339
  period_needed_ns: 2.95
  worstMarginPinSlew_ns: 1.03
  setup_ws_ns: 0.0459
  slew_headroom_pct: 31.6
  drv_slew: 0
  final_hold_viol_count: 0
  final.setup_skew_ns: 0.0717
  rsz0062_at_grt: "no"
floorplanning:
  die_h_um: 1030
  fp-utilization_pct: 30.1
  rows: 376
  die_area_mm2: 1.05
  core_mm2: 1.05
  ios: 82
  die_w_um: 1030
global_route:
  grt_pass1_vias: 175000
  track_usage_pct: 17.8
  antenna_found_initial: 59
  grt-ovfl-total: 0
  grt_max_degree: 104
  grt_pass1_wl_um: 1250000
synth:
  ys_cells: 14400
  netlist_area_mm2: 0.315
  synth.area.top_cells: "edfxtp_1, mux4_2, nor2_1, a22oi_1, mux2i_1"
  yosysChipArea_mm2: 0.315
  postSynthAreaPerCell_um2: 21.8
  synth_area_leader_cell: "edfxtp_1"
  syn_inst: 14400
  synth-async-reset-ratio_pct: 0.0122
  synth_flops: 8193
  synth.distinct_cells: 49
  yosys.area.top_type_share_pct: 78.1
  edf_count: 8192
  top_cell: "edfxtp_1"
  flop_cell: "edfxtp_1"
  top_cells_by_count: "edfxtp_1, mux4_2, nor2_1, a22oi_1, clkbuf_1"
  synth-seq-area-share_pct: 78.1
  ys_warn_count: 2
power:
  power_density_mw_per_mm2: 619
  power.switching_mw: 50.8
  peakVddDrop_uv: 708
  pwr-share-comb_pct: 5.5
  p_leak_nw: 122
  clkPwrFrac_pct: 41.3
  seq_power_share_pct: 53.2
  switching_share_pct: 21.4
  p_int_mw: 186
detailed_routing:
  antenna_left: 0
  drc: 0
  drt_iter0_markers: 10300
  totalWireLength_um: 876000
  routed_via_density: 4.93
  num_vias: 158000
  dr.pass1.iters: 6
  post_drt_wl_per_cell_um: 27.3
placement:
  portBuffers: 81
  dp_hpwl_um: 575000
  place_congestion: 0.905
  dp_slack_ns: -1.30
worst_hold_path:
  worstHoldPathType: "in -> reg"
setup_path:
  arrival_ns: 3.83
  critPathRequiredTime_ns: 3.88
  cp_max_fo: 18
  end_kind: "flip-flop"
  path_class: "in -> reg"
  worst_setup_path_start_kind: "input port"
finish:
  comb_area_mm2: 0.0647
  drive_above_1_share_pct: 34.3
  seq_area_mm2: 0.246
  nFillCells: 94000
  area_growth_pct: 21.6
run:
  cap_violations: 0
  warnings: 43
-- placed cells by master (no fill, tap or decap), drive strengths merged, types with 52 or more instances in the layout --
cell type and n:
a221oi 125, a31oi 60, a22o 148, edfxtp 8192, o22ai 59, a21oi 221
clkbuf 1036, mux2i 343, mux4 1944, clkinv 354, mux2 52, o21ai 65
diode 108, nor2 1123, a22oi 465, nand3 103, o221ai 66, buf 2933
nand2 214
-- power groups by stage --
| stage | sequential (mW) | combinational, mW | clock (mW) |
|---|---|---|---|
| CTS | 126 | 13.2 | 99.5 |
| finish | 126 | 13.1 | 98.0 |
| global route | 126 | 13.9 | 104 |
-- path summary, 6_finish.rpt --
| kind | end | slack [ns] | depth (start not counted) | startpoint |
|---|---|---|---|---|
| worst max-delay path | u_memory.data_out[9]$_DFFE_PP_ | 0.05 | 13 | address[0] |
| worst min-delay path | u_memory.mem[1][1]$_DFFE_PP_ | 0.02 | 1 | data_in[1] |
| worst max register to register | u_memory.data_out[9]$_DFFE_PP_ | 0.09 | 9 | u_memory.mem[43][9]$_DFFE_PP_ |
| worst min register to register | u_memory.data_out[23]$_DFFE_PP_ | 1.04 | 5 | u_memory.mem[195][23]$_DFFE_PP_ |
| max in group asynchronous | valid$_DFF_PN0_ | 2.80 | 2 | rst |
| min in group asynchronous | valid$_DFF_PN0_ | 0.11 | 2 | rst |
-- state kept, by name, indices dropped and copies added, names as in the netlist --
register,count
u_memory.mem,8160
u_memory.data_out,32
valid,1
-- area by class of cell --
class,instances,area share [%]
Sequential cell,8193,64.2
Multi-Input combinational cell,5288,16.9
Timing Repair Buffer,3010,7.55
Clock buffer,1030,5.63
Tap cell,14000,4.57
Clock inverter,454,1.03
Antenna cell,108,0.0706
Inverter,7,0.00686
-- layer usage --
layer  vias up  GRT usage, %  share of wire [%]
met4        69          5.48                4.0
met1     80500          18.9                 31
li1      66800             -                  -
met5         -         0.895               0.17
met2      9103          26.7                 47
met3      1598          14.6                 18
-- cell families (layout without fill, tap and decap cells) --
logic type	Yosys count	in the layout	synth area share (%)
buffers and inverters	943	4501	1.49
AOI/OAI and AO/OA	1333	1333	3.08
other	0	108	0
and+or+nand+nor	1616	1616	2.11
muxes	2339	2339	15.2
DFF	8193	8193	78.1
-- through the flow --
step	instance area, µm²	std cells	hold slack, ns	power (mW)	util (%)
3_3_place_gp	357000	30500	0.749	142	34.1
3_5_place_dp	357000	30500	0.751	142	34.1
2_1_floorplan	315000	14400	0.304	134	-
4_1_cts	383000	32000	0.00349	239	36.5
6_report	383000	32100	0.0229	237	36.6
5_1_grt	383000	32000	0.0415	244	36.5
-- critical path, cell delays in order --
cell and delay [ns]:
buf_16 0.26, buf_12 0.24, buf_12 0.19, buf_4 0.28, mux4_2 0.55, a22oi_1 0.17
a21oi_1 0.10, nor2_1 0.23, buf_4 0.16, o221ai_1 0.17, a22oi_1 0.47, buf_4 0.23
nand3_1 0.07
-- what timing repair did --
item	4_1_cts	5_1_grt
hold buffers	30	0
endpoints found under the hold margin	1589	0
gates resized	79	8
endpoints found under the setup margin	30	8
pin swaps	0	1
Power figures rest on the tool's default switching activity, not on a simulated workload.
